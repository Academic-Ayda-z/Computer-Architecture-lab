$ cat ./run.sh
#!/bin/bash
# OpenROAD 26Q1-2900-gdf79404cd8, Yosys 0.63+post, stock flow scripts
make -C /OpenROAD-flow-scripts/flow DESIGN_CONFIG=/design/flow/config.mk WORK_HOME=/design/flow/orfs finish
$ cat ./config.mk
export PLATFORM = sky130hd
export DESIGN_NAME = IDEXreg
export DESIGN_NICKNAME = IDEXreg
export VERILOG_FILES = /design/flow/design.v
export SDC_FILE = /design/flow/constraint.sdc
export NUM_CORES = 4
export LEC_CHECK = 1
export CORE_AREA = 10 10 187 187
export DIE_AREA = 0 0 197 197
$ cat ./constraint.sdc
current_design IDEXreg

set clk_period 1.0
set clk_io_pct 0.2

create_clock -name clk0 -period $clk_period [get_ports {clk}]

set non_clock_inputs [all_inputs -no_clocks]
set_input_delay [expr $clk_period * $clk_io_pct] -clock clk0 $non_clock_inputs
set_output_delay [expr $clk_period * $clk_io_pct] -clock clk0 [all_outputs]
$ cat ./design.v
`timescale 1ns / 1ps
module IDEXreg(
input clk ,input hit ,input[31:0] readData1 , input[31:0] readData2,
	input [31:0] signExImmediate,input RegDst, 
input ALUSrc , MemtoReg , RegWrite , MemRead , MemWrite, Branch,input[2:0] ALUOp, 
input [4:0]rt,input[4:0] rd,input[5:0] funct,input[31:0] nextPC,
output reg [31:0]readData1Out,output reg[31:0] readData2Out,output reg[31:0] signExImmediateOut,
output reg RegDstOut, ALUSrcOut, MemtoRegOut, RegWriteOut, MemReadOut, MemWriteOut, 
BranchOut,output reg[2:0]ALUOpOut,output reg[4:0] rtOut,output reg[4:0] rdOut,
output reg[5:0]functOut,output reg [31:0] nextPCOut,output reg hitOut
);
always@(negedge clk)
begin 
	if(hit)begin
		readData1Out<=readData1;
		readData2Out<=readData2;
		signExImmediateOut<=signExImmediate;
		RegDstOut<=RegDst;
		ALUSrcOut<=ALUSrc;
		MemtoRegOut<=MemtoReg;
		RegWriteOut<=RegWrite;
		MemReadOut<=MemRead;
		MemWriteOut<=MemWrite;
		BranchOut<=Branch;
		ALUOpOut<=ALUOp;
		rtOut<=rt;
		rdOut<=rd;
		functOut<=funct;
		nextPCOut<=nextPC;
		hitOut<=hit;
	end
end
endmodule
==> results.json <==
{
  "status": "finished, violations left",
  "violations": "negative setup slack",
  "dp_hpwl_um": 13200,
  "yosysChipArea_um2": 4640,
  "cts_buffer_depth": 2,
  "power_density_nw_per_um2": 2060,
  "endpoint_kind": "primary output",
  "cp.arrival_ns": 1.49,
  "syn_area_um2": 4640,
  "slew_violations": 0,
  "io_pins": 311,
  "rows": 64,
  "die_y_um": 197,
  "dp_slack_ns": -0.598,
  "cts_root_buf": "clkbuf_16",
  "gr-total-overflow": 0,
  "crit_type": "reg -> out",
  "synth_cell_types": 4,
  "tns_ns": -94.70,
  "grt_first_pass_wirelength_um": 24400,
  "avgSynthCellArea_um2": 29.6,
  "cp.depth": 1,
  "drc": 0,
  "grt_pass1_vias": 4026,
  "crit_fanout": 1,
  "cp_cell_sequence": "buf_2",
  "first_pass_iters": 4,
  "rsz0062_at_grt": "yes",
  "ys.flops": 154,
  "dieWidth_um": 197,
  "min_path_type": "in -> reg",
  "die_area_um2": 38800,
  "vias_per_cell": 3.26,
  "worstSetupStartpointType": "flip-flop",
  "syn_to_final_growth_pct": 90.2,
  "final_antenna_net_count": 0,
  "clkTransAtPathRegs_ns": 0.04,
  "fp_util_pct": 15.1,
  "track_usage_pct": 8.77,
  "cts_tree": "yes",
  "cts_setup_buffers": 0,
  "cts_hold_buf": 0,
  "core_area_um2": 30700,
  "clock-sinks": 154,
  "ir_worst_vdd_mv": 0.947,
  "drtIter0Drc": 92,
  "worst_hold_path.num_cells": 2,
  "cts.htree.levels": 4,
  "synthCells": 157,
  "io_buffers": 309,
  "ys_warn_count": 1,
  "crit_slowest_cell": "edfxtp_1",
  "yosys-stat-cells": 157,
  "drt_wl_total_um": 17100,
  "numCtsBuffers": 17,
  "tool_warnings": 181,
  "grt_max_degree": 23,
  "final_layout_top_logic_cells": "155 x inv_1, 154 x edfxtp_1, 154 x clkdlybuf4s50_1, 154 x buf_2, 17 x clkbuf_16",
  "cpLargestDelayFamily": "flip-flops",
  "ys_seq_share_pct": 99.7,
  "p_leak_nw": 3.94,
  "layout_setup_ws_ns": -0.692,
  "fill_cells": 3110,
  "setup_viol": 154,
  "cp_slowest_stage_delay_ns": 0.40,
  "layout_top_cell": "inv_1",
  "gp_congestion": 0.754,
  "maxCapViolations": 0,
  "cp_num_buf_inv": 1,
  "drive_above_1_share_pct": 29.6,
  "wl_per_cell_um": 16.2,
  "crit_required_ns": 0.80,
  "antenna_found_initial": 3,
  "timing_hold_violations_final": 0,
  "vias": 3444
}
==> sequential cells by signal, indices dropped and copies added, names as in the netlist <==
name                count
nextPCOut              32
readData1Out           32
readData2Out           32
signExImmediateOut     32
functOut                6
rdOut                   5
rtOut                   5
ALUOpOut                3
ALUSrcOut               1
BranchOut               1
MemReadOut              1
MemWriteOut             1
MemtoRegOut             1
RegDstOut               1
RegWriteOut             1
==> kinds of logic (layout without fill, tap and decap cells) <==
group	after synthesis	after routing	synth area share, %
buffers and inverters	2	504	0.243
flip-flops	154	154	99.7
other	1	2	0.0808
==> per-stage QoR <==
| step | cells | util, % | power (mW) | area (µm²) | hold WS (ns) |
|---|---|---|---|---|---|
| 2_1_floorplan | 157 | - | 8.73 | 4640 | 0.799 |
| 6_report | 1056 | 28.7 | 18.2 | 8820 | 0.708 |
| 4_1_cts | 1055 | 28.7 | 18.8 | 8820 | 0.700 |
| 3_5_place_dp | 868 | 27.0 | 10.6 | 8300 | 1.16 |
| 3_3_place_gp | 868 | 27.0 | 10.6 | 8300 | 1.16 |
| 5_1_grt | 1055 | 28.7 | 19.7 | 8820 | 0.694 |
==> routing by layer <==
metal | vias up | global-route usage [%] | part of all wire, %
met4 | 2 | 4.27 | 1.9
li1 | 1619 | - | -
met1 | 1544 | 9.00 | 35
met2 | 259 | 12.5 | 47
met5 | - | 0 | 0.041
met3 | 20 | 7.32 | 16
==> synthesized netlist by cell type <==
cell        n  area (µm²)
edfxtp_1  154        4620
inv_1       1        3.75
buf_4       1        7.51
conb_1      1        3.75
==> report_power, final <==
| part | total [mW] | switching [mW] | leakage [nW] | internal (mW) |
|---|---|---|---|---|
| Sequential | 7.84 | 0.108 | 1.51 | 7.73 |
| Combinational | 1.28 | 0.384 | 1.30 | 0.893 |
| Clock | 9.07 | 4.25 | 1.13 | 4.81 |
| Total | 18.2 | 4.75 | 3.94 | 13.4 |
==> final timing paths <==
path | end | from | slack, ns
worst min-delay path | nextPCOut[5] | hit | 0.71
worst max-delay path | readData1Out[8] | readData1Out[8] | -0.69
==> repair_timing <==
item	CTS	global route
endpoints found under the setup margin	234	154
cloned	2	0
gates resized	519	0
==> final cells by class <==
class	count	area, µm²	share of cell area (%)
clock inverter	169	769	8.72
tap	396	495	5.62
multi-input combinational	1	3.75	0.0425
clock buffer	17	425	4.82
timing repair buffer	318	2500	28.4
antenna	1	2.50	0.0284
sequential	154	4620	52.4
No activity file was given, so power comes from the tool's default toggle rates.
