<file path="/design/flow/config.mk">
export PLATFORM = sky130hd
export DESIGN_NAME = Execute
export DESIGN_NICKNAME = Execute
export VERILOG_FILES = /design/flow/design.v
export SDC_FILE = /design/flow/constraint.sdc
export NUM_CORES = 4
export LEC_CHECK = 1
export CORE_UTILIZATION = 30
</file>
<file path="/design/flow/constraint.sdc">
current_design Execute

set clk_period 16.6
set clk_io_pct 0.2

create_clock -name clk0 -period $clk_period

set non_clock_inputs [all_inputs -no_clocks]
set_input_delay [expr $clk_period * $clk_io_pct] -clock clk0 $non_clock_inputs
set_output_delay [expr $clk_period * $clk_io_pct] -clock clk0 [all_outputs]
</file>
<file path="/design/flow/run.sh">
#!/bin/bash
# OpenROAD 26Q1-2900-gdf79404cd8, Yosys 0.63+post, stock flow scripts
make -C /OpenROAD-flow-scripts/flow DESIGN_CONFIG=/design/flow/config.mk WORK_HOME=/design/flow/orfs finish
</file>
<file path="/design/flow/design.v">
`timescale 1ns / 1ps
module Alu( input [3:0]ALUCnt, input [31:0]input1,input[31:0] input2 ,input[4:0] shamt,
	output [31:0]result,output zero
	);
assign result = ALUCnt == 4'b0000 ? input1 + input2:
					 ALUCnt == 4'b0001 ? input1 - input2:
					 ALUCnt == 4'b0010 ? ~input1:
					 ALUCnt == 4'b0011 ? input1 << shamt:
					 ALUCnt == 4'b0100 ? input1 >> shamt:
					 ALUCnt == 4'b0101 ? input1 & input2:
					 ALUCnt == 4'b0110 ? input1 | input2:
					 ALUCnt == 4'b0111 ? (input1 < input2 ? 1 : 0):
					 0;
assign zero = result == 0 ? 1 : 0 ;
endmodule
`timescale 1ns / 1ps
module aluControl(input wire[2:0] ALUOp ,input[5:0] funct ,output[3:0]aluCnt );
	assign aluCnt = ALUOp == 3'b000 ?(
												 funct ==  6'b000000 ? 4'b0000:
												 funct ==  6'b000001 ? 4'b0001:
												 funct ==  6'b000010 ? 4'b0101:
												 funct ==  6'b000011 ? 4'b0110:
												 funct ==  6'b000100 ? 4'b0111:
												 funct ==  6'b000101 ? 4'b0011:
												 funct ==  6'b000110 ? 4'b0100:
												 funct ==  6'b000111 ? 4'b0010:
												 0
												 ) :
								ALUOp == 3'b001 ? 4'b0001:
								ALUOp == 3'b010 ? 4'b0111:
								ALUOp == 3'b011 ? 4'b0000:
								0;
endmodule
`timescale 1ns / 1ps
module Execute( input clk ,input[31:0] ALUReadData1 ,
	input[31:0] ALUReadData2 ,input[31:0] immediate,input[5:0] funct, 
	input [2:0]ALUOp ,input ALUSrc ,
	output[31:0] ALUResult ,output zero
    );
wire [3:0]aluC;
wire [31:0]input2Alu;
assign input2Alu=ALUSrc==1?ALUReadData2:immediate;
aluControl ALUCONTROL( .ALUOp(ALUOp) , .funct(funct) , .aluCnt(aluC) 
	);
Alu ALU( .ALUCnt(aluC), .input1(ALUReadData1) , .input2(input2Alu) , .shamt(immediate[10:6]),
	.result(ALUResult), .zero(zero)
	);
endmodule
</file>
==> GITHUB_STEP_SUMMARY <==
## Implementation flow summary

| Metric | Value |
|---|---|
| Outcome | `completed` |
| Top cells by area | `ha_1, mux4_2, mux2i_1` |
| Fin Setup TNS | `0 ps` |
| Registers | `0` |
| Core Util, Final | `35.9%` |
| Mapped Area | `10100 um^2` |
| Initial antenna violation count | `2` |
| Syn Area/Cell | `7.20 um^2` |
| Remaining DRCs | `0` |
| DRT Pass-1 Iters | `6` |
| CP endpoint | `zero` |
| Nature of the critical path endpoint | `output port` |
| Post-CTS setup buffers | `0` |
| Synth warn | `0` |
| RSZ-0062 raised after global routing | `no` |
| Startpoint Class | `primary input` |
| Met3 Track Usage GR | `7.36%` |
| Grt met1 use | `43.2%` |
| Vias | `12064` |
| Die height | `186 um` |
| Arr. time, crit path | `9870 ps` |
| Commonest Layout Cell | `nand2_1` |
| Max stage delay cell, worst path | `nor4_1` |
| Clock buffers | `0` |
| Die footprint | `34500 um^2` |
| Pwr per Cell Area | `41.2 nW/um^2` |
| Core Area | `32900 um^2` |
| Yosys stat cell total | `1405` |
| Min-delay worst type | `primary input to output port` |
| Worst setup path startpoint | `immediate[9]` |
| DP HPWL | `41.8 mm` |
| Distinct lib cells used | `100` |
| FMAX | `0.0758 GHz` |
| Global Route Usage Sum | `30.7%` |
| Clk network pwr share | `0%` |
| Row count | `66` |
| Max-cap viol count | `0` |
| Crit-path max FO | `46` |
| GRT overflow | `0` |
| Vias in the first global route | `11398` |
| Sw Share | `58.5%` |
| Peak per-stage delay on the critical path | `610 ps` |
| Minimum clock period after layout | `13190 ps` |
| N_diodes | `0` |
| Leakage power | `4.82 nW` |
| Share of cells above drive strength 1 | `10.3%` |
| Combinational power share | `100.0%` |
| CP delay by family, top | `simple AND/OR/NAND/NOR gates` |
| # hold bufs at CTS | `0` |
| Largest area contributor in the netlist | `ha_1` |
| Cell count after synthesis | `1405` |
| Comb. cell area | `9160 um^2` |
| Seq. cell area | `0 um^2` |
| Starting Density | `30.8%` |
| Seq share, synth | `0%` |
| Post-Layout Cell Count | `1930` |
| ANT nets after route | `0` |
| Resize count post-CTS | `0` |
| WP depth | `18` |
| Die Span X | `186 um` |
| Final hold vios | `0` |
| Vias per inst | `6.25` |
| Tightest Pin Transition | `900 ps` |
| Top-area cell share | `11.9%` |
| Detailed Route WL | `52.4 mm` |
| GR peak layer | `met2` |
| Port bufs | `139` |
| CP Buf/Inv Count | `5` |
| Drt initial violations | `1250` |
| Synth-to-Final Area Change | `16.6%` |
| P_int | `0.000202 W` |
| Tool warning count | `69` |
| Most instantiated logic cells after routing | `nand2_1, clkdlybuf4s50_1, inv_1, a21oi_1, ha_1` |
| Final setup viols | `0` |
| Dpl cells | `1930` |
| CP Cell Sequence | `clkdlybuf4s50_1 -> buf_4 -> inv_2 -> buf_4 -> o21a_1 -> ha_1 -> or4_1 -> or3_1 -> a211oi_2 -> nor3_1 -> a21oi_2 -> a21oi_1 -> or4_1 -> a211o_2 -> nor4_1 -> nand4b_1 -> nor4_2 -> clkdlybuf4s50_1` |
| Met2 usage | `47.1%` |
| Fillers | `3585` |
| Pin count of the biggest net entering global routing | `55` |
| RD Place Congestion | `1.03` |
| Relative slew slack | `38.4%` |
| Slew Viols, Final | `0` |
| Net Sw Power | `0.000284 W` |
| Max VDD drop | `0.0184 mV` |
| Wire per inst | `27.2 um` |
| Yosys chip area | `10100 um^2` |
| Req. time, crit path | `13280 ps` |
| Crit path kind | `primary input to output port` |
| First-pass GRT wire length | `75.7 mm` |
| Top-level I/O count | `140` |
| Sequential fraction of design power | `0%` |
| Final Cycle Share | `79.4%` |
==> per-layer routing <==
metal	share of wire, %	routed length (um)
met5	0.051	27
met1	44	22900
met4	3.0	1560
met3	9.3	4870
met2	44	23100
==> worst min path at each step <==
stage	slack, ps	cells past startpoint	endpoint	from
6_report	8010	4	ALUResult[2]	ALUReadData1[2]
5_1_grt	8060	4	ALUResult[2]	ALUReadData1[2]
4_1_cts	7990	4	ALUResult[2]	ALUReadData1[2]
==> logic make-up (layout without fill, tap and decap cells) <==
kind of cell / after synthesis / count (layout) / synth area share [%]
compound gates: 462 / 462 / 31.7
simple gates: 445 / 445 / 21.7
xor+xnor: 37 / 37 / 3.20
mux: 152 / 152 / 21.5
fa+ha+maj: 98 / 98 / 12.3
buf+inv: 211 / 294 / 9.59
==> layout make-up <==
class / count / share of cell area [%]
multi-input combinational: 1194 / 77.6
tap: 442 / 4.69
timing repair buffer: 171 / 13.7
inverter: 123 / 3.94
==> power by group through the flow <==
| stage | sequential, W | clock [W] | combinational [W] |
|---|---|---|---|
| finish | 0 | 0 | 0.000486 |
| global route | 0 | 0 | 0.000520 |
| CTS | 0 | 0 | 0.000475 |
==> metrics by stage <==
stage | setup WS (ps) | hold WS [ps] | instance area [um^2] | total power [W]
after global placement | 3430 | 7990 | 11800 | 0.000475
after global routing | 3150 | 8060 | 11800 | 0.000520
after floorplan | 5050 | 6670 | 10100 | 0.000286
after CTS | 3420 | 7990 | 11800 | 0.000475
final | 3410 | 8010 | 11800 | 0.000486
after detailed placement | 3450 | 8000 | 11800 | 0.000472
==> Yosys cell counts (all sizes together), types with 17 or more instances <==
library cell  instances
buf                  24
ha                   96
mux4                 46
nand2               138
nor2                 96
mux2i                71
mux2                 35
nand2b               17
o21ai                79
a21oi               107
nor3                 35
nor2b                26
a31oi                19
clkbuf               62
nand3                38
inv                 121
o211ai               23
a211oi               24
xnor2                29
No activity file was given, so power comes from the tool's default toggle rates.
