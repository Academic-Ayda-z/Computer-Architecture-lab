**config.mk**
```make
export PLATFORM = sky130hd
export DESIGN_NAME = exMemReg
export DESIGN_NICKNAME = exMemReg
export VERILOG_FILES = /design/flow/design.v
export SDC_FILE = /design/flow/constraint.sdc
export NUM_CORES = 4
export LEC_CHECK = 1
export CORE_UTILIZATION = 50
```
**constraint.sdc**
```tcl
current_design exMemReg

set clk_period 1.0
set clk_io_pct 0.2

create_clock -name clk0 -period $clk_period [get_ports {clk}]

set non_clock_inputs [all_inputs -no_clocks]
set_input_delay [expr $clk_period * $clk_io_pct] -clock clk0 $non_clock_inputs
set_output_delay [expr $clk_period * $clk_io_pct] -clock clk0 [all_outputs]
```
**design.v**
```verilog
`timescale 1ns / 1ps
module exMemReg(
	input clk,input hit , input [31:0]branchTarget,input zeroFlag, input[31:0] ALUResult,
	input[31:0] readData2, 
	input [4:0]writeReg,input MemRead,input MemWrite,input Branch, input RegWrite,input MemToReg,
	output reg [31:0]branchTargetOut,output reg zeroFlagOut,output reg[31:0] ALUResultOut,
	output reg[31:0] readData2Out, 
	output reg[4:0] writeRegOut,output reg MemReadOut, output reg MemWriteOut,output reg BranchOut
	,output reg RegWriteOut, output reg MemToRegOut,output reg hitOut   
	);
initial begin BranchOut = 0; end
always@(negedge clk)
begin 
	if(hit)begin
		branchTargetOut=branchTarget;
		zeroFlagOut=zeroFlag;
		ALUResultOut=ALUResult;
		readData2Out=readData2;
		writeRegOut=writeReg;
		MemReadOut=MemRead;
		MemWriteOut=MemWrite;
		BranchOut=Branch;
		MemToRegOut=MemToReg;
		hitOut=hit;
		RegWriteOut=RegWrite;
	end
end
endmodule
```
**run.sh**
```bash
#!/bin/bash
# OpenROAD 26Q1-2900-gdf79404cd8, Yosys 0.63+post, stock flow scripts
make -C /OpenROAD-flow-scripts/flow DESIGN_CONFIG=/design/flow/config.mk WORK_HOME=/design/flow/orfs finish
```
==> Slide: Implementation Results <==
Run Summary

Status
  • Outcome: did not finish
  • Stop stage: detailed placement (3_5_place_dp)
  • First Error: [ERROR DPL-0036] Detailed placement failed.

Synth
  • Area of the mapped netlist: about 3200 sq um
  • Top cells by area in the synthesized netlist: sky130_fd_sc_hd__edfxtp_1, sky130_fd_sc_hd__buf_4, sky130_fd_sc_hd__conb_1
  • Sequential element share of the synthesized area: ~100%
  • Post-synth top area cell: sky130_fd_sc_hd__edfxtp_1
  • Avg Cell Area, Syn: between 20 and 30 sq um
  • # Cells Yosys: ~110
  • Warning count from the yosys run: 1
  • Count of distinct cell types in the synthesized netlist: 4
  • Number of flip-flops and latches in the synthesized netlist: approximately 110
  • Number of standard cells after synthesis: between 100 and 150
  • Synth top area share: 99.5%
  • Yosys stat chip area: between 3000 and 4000 sq um

Floorplanning
  • Initial cell density of the core: 53.3%
  • Top-level I/O count: about 220
  • Rows: 28
  • Width of the die: roughly 80 um
  • Die height: between 80 and 90 um

Placement
  • Buffers on Ports: 215
  • Final weighted congestion in routability-driven placement: a little under 0.8
==> Yosys cell counts <==
master and number:
sky130_fd_sc_hd__inv_1 1, sky130_fd_sc_hd__conb_1 1, sky130_fd_sc_hd__buf_4 1, sky130_fd_sc_hd__edfxtp_1 107
==> cell families after synthesis <==
family                 count (synthesis)  share of synthesized area, %
flip-flops                           107                          99.5
buffers and inverters                  2                         0.349
other                                  1                         0.116
==> through the flow <==
step           setup WS [ns]  hold slack, ns  cells
3_3_place_gp          -0.522            1.18    404
2_1_floorplan        0.00132           0.799    110
